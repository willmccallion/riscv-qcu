==> flow/design.v <==
module union_find #(
    parameter WIDTH = 32
)(
    input  logic             clk,       
    input  logic             rst_n,      
    input  logic             start,      
    input  logic [WIDTH-1:0] node_in,    
    output logic [WIDTH-1:0] root_out,   
    output logic             done,       
    output logic             busy,       
    output logic             mem_rd_en,  
    output logic [WIDTH-1:0] mem_addr,    
    input  logic [WIDTH-1:0] mem_rdata,   
    input  logic             mem_ready    
);
    typedef enum logic [2:0] {
        IDLE      = 3'd0,  
        READ_REQ  = 3'd1,  
        READ_WAIT = 3'd2,  
        CHECK     = 3'd3,  
        DONE_ST   = 3'd4   
    } state_t;
    state_t state, next_state;               
    logic [WIDTH-1:0] curr_node, next_node;  
    logic [WIDTH-1:0] rdata_reg;              
    logic             rdata_valid;            
    always_ff @(posedge clk or negedge rst_n) begin
        if (!rst_n) begin
            state       <= IDLE;
            curr_node   <= '0;
            rdata_reg   <= '0;
            rdata_valid <= 1'b0;
        end else begin
            state     <= next_state;
            curr_node <= next_node;
            if (mem_ready) begin
                rdata_reg   <= mem_rdata;
                rdata_valid <= 1'b1;
            end 
            else if (state == CHECK) begin
                rdata_valid <= 1'b0;
            end
        end
    end
    always_comb begin
        next_state = state;
        next_node  = curr_node;
        busy       = 1'b1;
        done       = 1'b0;
        root_out   = curr_node;
        mem_rd_en  = 1'b0;
        mem_addr   = curr_node;
        case (state)
            IDLE: begin
                busy = 1'b0;
                if (start) begin
                    next_node  = node_in;
                    next_state = READ_REQ;
                end
            end
            READ_REQ: begin
                mem_rd_en = 1'b1;
                mem_addr  = curr_node;
                next_state = READ_WAIT;
            end
            READ_WAIT: begin
                if (rdata_valid || mem_ready) begin
                    next_state = CHECK;
                end
            end
            CHECK: begin
                if (rdata_reg == curr_node) begin
                    next_state = DONE_ST;
                end else begin
                    next_node  = rdata_reg;
                    next_state = READ_REQ;
                end
            end
            DONE_ST: begin
                busy = 1'b0;
                done = 1'b1;
                if (start) begin
                    next_node  = node_in;
                    next_state = READ_REQ;
                end else begin
                    next_state = IDLE;
                end
            end
            default: next_state = IDLE;
        endcase
    end
endmodule
==> flow/run.sh <==
#!/bin/bash
# OpenROAD 26Q1-2900-gdf79404cd8, Yosys 0.63+post, stock flow scripts
make -C /OpenROAD-flow-scripts/flow DESIGN_CONFIG=/design/flow/config.mk WORK_HOME=/design/flow/orfs finish
==> flow/config.mk <==
export PLATFORM = sky130hd
export DESIGN_NAME = union_find
export DESIGN_NICKNAME = union_find
export VERILOG_FILES = /design/flow/design.v
export SDC_FILE = /design/flow/constraint.sdc
export NUM_CORES = 4
export LEC_CHECK = 1
export CORE_UTILIZATION = 30
export SYNTH_HDL_FRONTEND = slang
==> flow/constraint.sdc <==
current_design union_find

set clk_period 5.6
set clk_io_pct 0.2

create_clock -name clk0 -period $clk_period [get_ports {clk}]

set non_clock_inputs [all_inputs -no_clocks]
set_input_delay [expr $clk_period * $clk_io_pct] -clock clk0 $non_clock_inputs
set_output_delay [expr $clk_period * $clk_io_pct] -clock clk0 [all_outputs]
==> out/metrics.cfg <==
[cts]
htreeDepth = 3
path_clk_slew_ns = 0.05
cts_made_buffers = 9
cts_tree = yes
post-cts-setup-buffers = 0
cts_hold_buf = 0
cts_resized = 0
cts-root-buf = clkbuf_16
clock_path_buffers = 2
numClockSinks = 70
worstSkewPairLatency_ns = 0.33

[routing]
routedWlPerCell_um = 15.62
drt-pass1-iter-count = 4
drt_iter0_drc = 46
antenna_left = 0
vias = 2347
antenna-diode-count = 0
drc = 0
wl_um = 8169
drt-vias-per-instance = 4.488

[final_timing]
setup_tns_ns = 0
hold-worst-slack_ns = 0.4673
rsz0062_at_grt = false
fmax_mhz = 320.1
clock_skew_ns = 0.009283
hold_viol_final = 0
worstMarginPinSlew_ns = 0.9402
timing.final.ws_setup_ns = 2.476
slew_violations = 0
timing.final.crit_share_pct = 55.78
slew-limit-headroom_pct = 37.12
setup_violations = 0
period_needed_ns = 3.124

[synth]
yosys-top-cells-count = dfrtp_1, mux2_2, buf_4, xnor2_1, mux2_4
top_area_share_pct = 46.62
syn_area_um2 = 3704
ys_ff = 70
syn_avg_cell_area_um2 = 14.03
flop_cell = dfrtp_1
synth_top_cell_by_count = dfrtp_1
ys_top_cells_by_area = dfrtp_1, mux2_2, mux2_4, xnor2_1, buf_4
syn_inst = 264
ys_seq_share_pct = 47.33
yosys-stat-area_um2 = 3704
ys_warn_count = 0
async_reset_ff_share_pct = 100.0
top_area_cell = dfrtp_1
edf_count = 0
ys_cells = 264
synth_cell_type_count = 19

[power_and_ir_drop]
combPwrFrac_pct = 39.0
power_switching_w = 0.0005920
internal_power_w = 0.001808
p_sw_share_pct = 24.66
ir_drop_v = 0.0002124
p_clk_share_pct = 25.8
p_per_area_nw_per_um2 = 454.5
p_seq_share_pct = 35.2
leakage_nw = 2.150

[finish]
fill_cells = 1121
mi_logic_area_um2 = 1648
syn_to_final_growth_pct = 42.60
flop_area_um2 = 1753
utilization_pct = 43.97
post_layout_nonfiller_instances = 523
layout-drive-gt1-share_pct = 32.18

[placed_design]
dp_cells = 507
io_buffers = 134
hpwl_um = 5646
place_ws_ns = 2.122
gp_congestion = 0.7747

[die]
die_h_um = 113.1
fp-utilization_pct = 30.83
ioPinCount = 135
dieWidth_um = 113.1
design.core.area_um2 = 12010
chipArea_um2 = 12790
row_count = 40

[global_routing]
grt_pass1_wl_um = 13190
overflow = 0
grt_max_degree = 39
antenna_found_initial = 0
grtUsageTotal_pct = 13.53
grt_pass1_vias = 2508

[critical_path]
critical_path_class = in2reg
arrival_ns = 3.33
worstSetupEndpointType = flip-flop
crit_required_ns = 5.81
path_max_fanout = 17
crit_path_start_kind = primary input

[worst_hold_path]
worstHoldPathType = reg2reg

[job]
maxCapViolations = 0
tool_warnings = 25

[status]
status = finished, final reports clean

==> power by group through the flow <==
stage	Clock [W]	Sequential, W	Combinational [W]
4_1_cts	0.000636	0.000852	0.000952
5_1_grt	0.000652	0.000878	0.00101
6_report	0.000619	0.000846	0.000936
==> final timing paths <==
kind | cells past startpoint | to | slack, ns | startpoint
setup / recovery | 5 | mem_addr[2] | 2.48 | start
hold / removal | 1 | state[2] | 0.47 | state[2]
setup reg to reg | 6 | mem_addr[2] | 2.75 | state[1]
hold reg to reg | 1 | state[2] | 0.47 | state[2]
max in group asynchronous | 2 | state[0] | 3.98 | rst_n
min in group asynchronous | 1 | rdata_reg[5] | 0.73 | rst_n
==> per-layer routing <==
layer / GRT usage (%) / share of wire (%) / vias up
li1: - / - / 1102
met1: 21.05 / 49 / 1157
met2: 20.94 / 45 / 78
met3: 2.456 / 4.9 / 10
met4: 1.404 / 1.2 / 0
met5: 0 / 0 / -
==> placed cells by master (no fill, tap or decap), drive strengths merged, types with 2 or more instances in the layout <==
cell           netlist  routed
nor2                 6       6
xnor2               32      32
clkinv               0       3
bufinv               0       2
clkdlybuf4s50        0     132
a21o                 2       2
dfrtp               69      69
mux2                96      96
nand4                8       8
inv                  2       2
clkbuf               7      11
buf                 35       6
==> cell type report <==
| type | instances | area share [%] |
|---|---|---|
| tap | 147 | 3.483 |
| clock buffer | 11 | 4.596 |
| multi-input combinational | 150 | 31.20 |
| inverter | 2 | 0.1421 |
| clock inverter | 5 | 1.564 |
| timing repair buffer | 138 | 25.82 |
| sequential | 70 | 33.19 |
==> kinds of logic after synthesis <==
kind of cell | after synthesis | share of synthesized area (%)
AOI/OAI and AO/OA | 4 | 1.385
xor gates and xnor gates | 32 | 7.568
buffers and inverters | 44 | 8.311
DFF | 70 | 47.33
muxes | 97 | 32.50
and+or+nand+nor | 17 | 2.906
==> metrics by stage <==
stage | total power [W] | instance area (µm²)
after floorplan | 0.001359 | 3704
after global placement | 0.001793 | 4956
after detailed placement | 0.001802 | 4956
after CTS | 0.002440 | 5281
after global routing | 0.002543 | 5281
final | 0.002400 | 5281
==> critical path, cell delays in order <==
cell and delay, ns:
clkdlybuf4s50_1 0.51, mux2i_1 0.12, a41oi_4 0.79, buf_4 0.46, mux2_4 0.33
Power is estimated from default activity; no workload was simulated.
